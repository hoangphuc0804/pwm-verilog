--- flow/run.sh ---
#!/bin/bash
# OpenROAD 26Q1-2900-gdf79404cd8, Yosys 0.63+post, stock flow scripts
make -C /OpenROAD-flow-scripts/flow DESIGN_CONFIG=/design/flow/config.mk WORK_HOME=/design/flow/orfs finish
--- flow/config.mk ---
export PLATFORM = sky130hd
export DESIGN_NAME = pwm_in_button
export DESIGN_NICKNAME = pwm_in_button
export VERILOG_FILES = /design/flow/design.v
export SDC_FILE = /design/flow/constraint.sdc
export NUM_CORES = 4
export LEC_CHECK = 1
export CORE_UTILIZATION = 40
--- flow/constraint.sdc ---
current_design pwm_in_button

set clk_period 7.0
set clk_io_pct 0.2

create_clock -name clk0 -period $clk_period [get_ports {clk}]

set non_clock_inputs [all_inputs -no_clocks]
set_input_delay [expr $clk_period * $clk_io_pct] -clock clk0 $non_clock_inputs
set_output_delay [expr $clk_period * $clk_io_pct] -clock clk0 [all_outputs]
--- flow/design.v ---
`timescale 1ns / 1ps
module counter #(size = 8) (clk, rst, ld, ld_val, en, up, val);
    input clk, rst, ld, en, up;
    input [size-1:0] ld_val;
    output reg [size-1:0] val;
    always @(posedge clk, posedge rst) begin
        if (rst) begin
            val <= 0;
        end else if (ld) begin
            val <= ld_val;
        end else if (en) begin
            val <= (up) ? val+1 : val-1;
        end
    end
endmodule
module slow_clk (clk, rst, n, clk_out);
    input clk, rst;
    input [31:0] n;
    output reg clk_out;
    wire [31:0] counter_slow_clk_val;
    wire counter_slow_clk_load;
    always @(posedge clk, posedge rst) begin
        if (rst) begin
            clk_out <= 0;
        end else if (counter_slow_clk_val == n) begin
            clk_out <= ~clk_out;
        end
    end
    counter #(32) counter_slow_clk(clk, rst, counter_slow_clk_load, 0, 1, 1, counter_slow_clk_val);
    assign counter_slow_clk_load = (counter_slow_clk_val == n);
endmodule
module pos_edge_det (clk, rst, sig, pos_edge);
    input clk, rst, sig;
    output pos_edge;
    reg sig_dly;
    always @(posedge clk, posedge rst) begin
        if (rst) begin
            sig_dly <= 0;
        end else begin
            sig_dly <= sig;
        end
    end
    assign pos_edge = ~sig_dly & sig;
endmodule
module async_to_sync (clk, rst, slow_clk_pe, async, sync);
    input clk, rst, slow_clk_pe, async;
    output reg sync;
    reg intermediate;
    always @(posedge clk, posedge rst) begin
        if (rst) begin
            intermediate <= 0;
            sync <= 0;
        end else if (slow_clk_pe) begin
            intermediate <= async;
            sync <= intermediate;
        end
    end
endmodule
module button_handle (clk, rst, slow_clk_pe, bt_in, bt_out);
    input clk, rst, slow_clk_pe, bt_in;
    output bt_out;
    wire bt_out_intermediate;
    async_to_sync async_to_sync_0 (clk, rst, slow_clk_pe, bt_in, bt_out_intermediate);
    pos_edge_det pos_edge_det_0 (clk, rst, bt_out_intermediate, bt_out);
endmodule
module pwm #(duty_size = 8, cycl_size = 8) (clk, rst, duty_in, cycl_in, pwm_out);
    input clk, rst;
    input [duty_size-1:0] duty_in;
    input [cycl_size-1:0] cycl_in;
    output pwm_out;
    wire [duty_size-1:0] counter_duty_val;
    wire counter_duty_ld, counter_duty_en, slow_clk_cycl;
    counter #(duty_size) counter_duty (clk, rst, counter_duty_ld, 0, counter_duty_en, 1, counter_duty_val);
    assign counter_duty_ld = (counter_duty_val == 254);
    slow_clk slow_clk_freq (clk, rst, {24'b0, cycl_in}, slow_clk_cycl);
    pos_edge_det pos_edge_det_counter_duty_en (clk, rst, slow_clk_cycl, counter_duty_en);
    assign pwm_out = (counter_duty_val < duty_in);
endmodule
module pwm_in_sync #(duty_size = 8, cycl_size = 8) (clk, rst, increase_duty, decrease_duty, increase_freq, decrease_freq, pwm_out);
    input clk, rst, increase_duty, decrease_duty, increase_freq, decrease_freq;
    output pwm_out;
    reg [duty_size-1:0] duty_in, duty_in_n;
    reg [cycl_size-1:0] cycl_in, cycl_in_n;
    always @(posedge clk, posedge rst) begin
        if (rst) begin
            duty_in <= 0;
            cycl_in <= 0;
        end else begin
            duty_in <= duty_in_n;
            cycl_in <= cycl_in_n;
        end
    end
    always @(duty_in, increase_duty, decrease_duty) begin
        if (increase_duty & duty_in < 255) begin
            duty_in_n <= duty_in + 1;
        end else if (decrease_duty & duty_in > 0) begin
            duty_in_n <= duty_in - 1;
        end else begin
            duty_in_n <= duty_in;
        end
    end
    always @(cycl_in, increase_freq, decrease_freq) begin
        if (decrease_freq & cycl_in < 255) begin
            cycl_in_n <= cycl_in + 1;
        end else if (increase_freq & cycl_in > 0) begin
            cycl_in_n <= cycl_in - 1;
        end else begin
            cycl_in_n <= cycl_in;
        end
    end
    pwm #(duty_size, cycl_size) pwm_0 (clk, rst, duty_in, cycl_in, pwm_out);
endmodule
module pwm_in_button #(n = 624999, duty_size = 8, cycl_size = 8) (clk, rst, increase_duty_bt, decrease_duty_bt, increase_freq_bt, decrease_freq_bt, pwm_out);
    input clk, rst, increase_duty_bt, decrease_duty_bt, increase_freq_bt, decrease_freq_bt;
    output pwm_out;
    wire increase_duty, decrease_duty, increase_freq, decrease_freq, clk100Hz, clk100Hz_pe;
    button_handle button_handle_inc_duty (clk, rst, clk100Hz_pe, increase_duty_bt, increase_duty);
    button_handle button_handle_dec_duty (clk, rst, clk100Hz_pe, decrease_duty_bt, decrease_duty);
    button_handle button_handle_inc_freq (clk, rst, clk100Hz_pe, increase_freq_bt, increase_freq);
    button_handle button_handle_dec_freq (clk, rst, clk100Hz_pe, decrease_freq_bt, decrease_freq);
    pwm_in_sync #(duty_size, cycl_size) pwm_in_sync_0 (clk, rst, increase_duty, decrease_duty, increase_freq, decrease_freq, pwm_out);
    slow_clk slow_clk_0(clk, rst, n, clk100Hz);
    pos_edge_det pos_edge_det_clk100Hz(clk, rst, clk100Hz, clk100Hz_pe);
endmodule
==> flow_summary_export.csv <==
group,metric,value,unit
final_layout,num-fill-cells,1204,
logic_synthesis,synth_cell_type_count,47,
routing,antenna_left,0,
logic_synthesis,synth_flops,104,
worst_setup_path,critPathLaunchType,"register",
timing,fmax,0.274,GHz
clock_tree,cts_max_level,3,
timing,hold_viol_final,0,
worst_setup_path,r2r-start,"pwm_in_sync_0.duty_in[0]",
final_layout,lay_top_count,"dfrtp_1",
final_layout,stdcell_count,692,
routing,wl_per_cell,12.9,µm
clock_tree,clkLatencyLatePin,0.35,ns
min_path,hold_end,"button_handle_inc_duty.pos_edge_det_0.sig_dly",
outcome,status,"finished, final reports clean",
clock_tree,post_cts_buffers,0,
floorplan,die_y,118,µm
floorplan,chipArea,14000,µm²
floorplan,floorplan.core_util,40.9,%
floorplan,die_w,118,µm
timing,holdWs,0.399,ns
routing,routed_wl,8930,µm
logic_synthesis,async_flop_share,100,%
logic_synthesis,edf_count,0,
routing,vias,3516,
placement,port_buffers,6,
timing,finalCriticalPeriod,3.65,ns
worst_setup_path,critical_path_required,5.60,ns
routing,firstDrtPassIters,4,
placement,dpl_worst_slack,3.70,ns
worst_setup_path,reg2reg_setup_slack,4.06,ns
timing,period_used_share,52.2,%
clock_tree,cts-root-buf,"clkbuf_16",
floorplan,core_region_area,13200,µm²
routing,drc,0,
routing,drt_iter0_markers,138,
placement,gp_congestion,0.826,
clock_tree,cts_max_path_buffers,2,
final_layout,drive_above_1_share,9.88,%
power_and_ir_drop,ir_drop,0.109,mV
final_layout,area_growth_syn_to_layout,10.4,%
placement,dp_hpwl,6150,µm
logic_synthesis,ys_seq_share,48.2,%
timing,rsz0062_at_grt,"false",
worst_setup_path,worstRegToRegCells,8,
floorplan,ios,7,
logic_synthesis,synth_area,5400,µm²
placement,placed_area,5660,µm²
global_routing,grt_pass1_wl,16300,µm
timing,setup_viol,0,
clock_tree,cts.sinks,104,
worst_setup_path,cp.arrival,2.25,ns
run,max_cap_violations,0,
worst_setup_path,end_kind,"output port",
clock_tree,cts_resized,0,
global_routing,first_global_vias,3459,
clock_tree,tritoncts,"built",
clock_tree,postCtsHoldBufs,0,
logic_synthesis,ys_cells,499,
timing,clock_skew,0.00714,ns
final_layout,post-route-util,45.2,%
placement,place_inst,676,
logic_synthesis,yosysWarnings,10,
global_routing,grt_usage,14.5,%
routing,vias_per_cell,5.08,
min_path,worstHoldPathCells,0,
logic_synthesis,avgSynthCellArea,10.8,µm²
timing,tns,0,ns
logic_synthesis,yosysChipArea,5400,µm²
run,warnings,27,
power_and_ir_drop,power,1.12,mW
timing,fin_ws,3.35,ns
routing,diodes,0,
power_and_ir_drop,cellLeakagePower,2.70,nW
min_path,hp-start,"button_handle_inc_duty.async_to_sync_0.sync",
worst_setup_path,critical_path.max_fanout,6,
clock_tree,cts_buffers,9,
worst_setup_path,critical_path_class,"reg2out",
final_layout,final_cell_area,5960,µm²
global_routing,grt_antenna_before_repair,0,
floorplan,rows,42,
timing,slew_headroom,46.2,%
clock_tree,clkSlewWorstSetupHoldPaths,0.06,ns
min_path,hp-class,"reg2reg",
global_routing,grt_start_max_net_pins,58,
timing,slew_violations,0,
worst_setup_path,timing.rr.end,"pwm_in_sync_0.duty_in[7]",
logic_synthesis,synthCells,499,
global_routing,gr-total-overflow,0,
power_and_ir_drop,cellPowerDensity,188,nW/µm²
timing,worst_slew_pin_slew,0.802,ns
final_layout,layout_top_cells,"dfrtp_1 (104), xnor2_1 (57), nor2_1 (39)",
logic_synthesis,ff_type,"dfrtp_1",
## worst max-delay path, stage by stage, from the launching register on
cell	delay [ns]
dfrtp_1	0.44
inv_1	0.06
ha_1	0.27
a21o_1	0.16
a21oi_1	0.13
o21ai_0	0.10
a221oi_1	0.25
clkdlybuf4s50_1	0.50
## cell usage after synthesis, drive strengths merged, types with 4 or more instances
master	n	area share, %
dfrtp	104	48
xnor2	57	9.2
nor2	41	2.9
nand2	38	2.6
xor2	30	4.9
nand4	25	3.5
ha	24	5.6
nand3	24	2.2
o21ai	17	1.6
nor4	16	2.6
a21oi	14	1.3
mux2	14	2.9
and3	11	1.3
inv	11	0.76
and4	9	1.5
nor3	7	0.74
a21o	6	0.83
a211oi	5	0.70
nand2b	5	0.58
nor2b	5	0.58
and2	4	0.49
buf	4	0.53
clkbuf	4	0.30
mux2i	4	0.74
o21bai	4	0.56
or3	4	0.46
## flip-flops by register name, summed over array words and instances, names as in the netlist, 8 cells and up
| register | flops |
|---|---|
| slow_clk_0.counter_slow_clk.val | 32 |
| pwm_in_sync_0.duty_in | 8 |
| pwm_in_sync_0.pwm_0.counter_duty.val | 8 |
| pwm_in_sync_0.cycl_in | 8 |
| pwm_in_sync_0.pwm_0.slow_clk_freq.counter_slow_clk.val | 32 |
## worst max path at each step
stage	cells past startpoint	end	slack, ns	from
6_report	7	pwm_out	3.35	pwm_in_sync_0.duty_in[1]
5_1_grt	7	pwm_out	3.20	pwm_in_sync_0.duty_in[1]
4_1_cts	7	pwm_out	3.30	pwm_in_sync_0.duty_in[1]
## report_power, final
group / internal [mW] / switching [mW]
logic: 0.00290 / 0.0117
registers: 0.601 / 0
clock network: 0.280 / 0.223
total: 0.884 / 0.235
## cell families after synthesis
kind of cell / after synthesis / synth area share [%]
xor+xnor: 87 / 14.1
simple gates: 194 / 20.3
flops: 104 / 48.2
mux: 18 / 3.66
buf+inv: 19 / 1.60
compound gates: 51 / 5.79
fa+ha+maj: 26 / 6.30
## routing by layer
metal	track usage (%)	part of all wire [%]	up-vias
li1	-	-	1796
met1	23.2	51	1695
met2	22.0	45	14
met3	2.46	2.3	11
met4	2.24	1.7	0
met5	0	0	-
## cell type report
cell class	count	area, µm²	share of cell area [%]
multi-input cells	376	2710	45.5
clock buffers	9	225	3.78
repair buffers	9	82.6	1.39
well taps	176	220	3.70
flip-flops and latches	104	2600	43.7
inverters	11	43.8	0.735
clock inverters	7	75.1	1.26
Power and IR drop assume default switching activity.
